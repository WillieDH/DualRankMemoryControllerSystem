[./run.sh]
#!/bin/bash
# OpenROAD 26Q1-2900-gdf79404cd8, Yosys 0.63+post, stock flow scripts
make -C /OpenROAD-flow-scripts/flow DESIGN_CONFIG=/design/flow/config.mk WORK_HOME=/design/flow/orfs finish
[./constraint.sdc]
current_design RAM_TOP

set clk_period 99.8
set clk_io_pct 0.2

create_clock -name clk0 -period $clk_period [get_ports {clk}]

set non_clock_inputs [all_inputs -no_clocks]
set_input_delay [expr $clk_period * $clk_io_pct] -clock clk0 $non_clock_inputs
set_output_delay [expr $clk_period * $clk_io_pct] -clock clk0 [all_outputs]
[./config.mk]
export PLATFORM = sky130hd
export DESIGN_NAME = RAM_TOP
export DESIGN_NICKNAME = RAM_TOP
export VERILOG_FILES = /design/flow/design.v
export SDC_FILE = /design/flow/constraint.sdc
export NUM_CORES = 4
export LEC_CHECK = 1
export CORE_UTILIZATION = 30
export SYNTH_MEMORY_MAX_BITS = 65536
[./design.v]
`timescale 1ns / 1ps
module RAMB128x8#(parameter WORDADDR_WIDTH = 7, parameter DATA_WIDTH = 8, parameter DEPTH = 128)(wordAddr, cs, wr, clk, dataIn, dataOut);
input [WORDADDR_WIDTH-1:0] wordAddr;
input [DATA_WIDTH-1:0] dataIn;
input cs, wr, clk;
output reg [DATA_WIDTH-1:0] dataOut;
reg [DATA_WIDTH-1:0] RAMBANK [DEPTH-1:0];
always @ (posedge clk) 
    begin
        if (cs & wr) RAMBANK[wordAddr] <= dataIn;
        if (cs & !wr) dataOut <= RAMBANK[wordAddr];
    end
endmodule
`timescale 1ns / 1ps
module RAMR4x128#(parameter BANKADDR_WIDTH = 9, parameter DATA_WIDTH = 8)(bankAddr, dataIn, wr, clk, be, dataOut);
input [BANKADDR_WIDTH-1:0] bankAddr;
input [DATA_WIDTH-1:0] dataIn;
input wr, clk, be;
output reg [DATA_WIDTH-1:0] dataOut;
reg cs0, cs1, cs2, cs3;
wire [DATA_WIDTH-1:0] dataOut0, dataOut1, dataOut2, dataOut3;
RAMB128x8 BA0 (.wordAddr(bankAddr[6:0]), .cs(cs0), .wr(wr), .clk(clk), .dataIn(dataIn), .dataOut(dataOut0));
RAMB128x8 BA1 (.wordAddr(bankAddr[6:0]), .cs(cs1), .wr(wr), .clk(clk), .dataIn(dataIn), .dataOut(dataOut1));
RAMB128x8 BA2 (.wordAddr(bankAddr[6:0]), .cs(cs2), .wr(wr), .clk(clk), .dataIn(dataIn), .dataOut(dataOut2));
RAMB128x8 BA3 (.wordAddr(bankAddr[6:0]), .cs(cs3), .wr(wr), .clk(clk), .dataIn(dataIn), .dataOut(dataOut3));
always @ (posedge clk) 
    begin
        if (be)
            begin
                case (bankAddr[8:7])  
                    2'b00 :
                        begin
                            dataOut <= dataOut0;
                            {cs0, cs1, cs2, cs3} <= 4'b1000;
                        end
                    2'b01 :
                        begin
                            dataOut <= dataOut1;
                            {cs0, cs1, cs2, cs3} <= 4'b0100;
                        end
                    2'b10 :
                        begin
                            dataOut <= dataOut2;
                            {cs0, cs1, cs2, cs3} <= 4'b0010;
                        end
                    2'b11 :
                        begin
                            dataOut <= dataOut3;
                            {cs0, cs1, cs2, cs3} <= 4'b0001;
                        end
                    default: 
                        begin
                            dataOut <= 0;
                            {cs0, cs1, cs2, cs3} <= 4'b0000;
                        end
                endcase
            end 
            else
                {cs0, cs1, cs2, cs3} = 4'b0000;
    end  
endmodule
`timescale 1ns / 1ps
module RAM_TOP#(parameter COMMAND_WIDTH = 19, parameter DATA_WIDTH = 8)(command, clk, data);
input [COMMAND_WIDTH-1:0] command;  
input clk;
output reg [DATA_WIDTH-1:0] data;
reg rs0, rs1;
wire [DATA_WIDTH-1:0] dataOut0, dataOut1;
RAMR4x128 BR0 (.bankAddr(command[8:0]), .dataIn(command[17:10]), .wr(command[18]), .clk(clk), .be(rs0), .dataOut(dataOut0));
RAMR4x128 BR1 (.bankAddr(command[8:0]), .dataIn(command[17:10]), .wr(command[18]), .clk(clk), .be(rs1), .dataOut(dataOut1));
always @(posedge clk) 
    begin
        case (command[9]) 
        1'b0 : 
            begin
                {rs0, rs1} <= 2'b10;
                data <= dataOut0;
            end
        1'b1 :
            begin
                {rs0, rs1} <= 2'b01;
                data <= dataOut1;
            end
        endcase
    end
endmodule
==> flow_metrics.env <==
# physical design summary
export IMPL_ir_worst_vdd_uv=20.3
export IMPL_setup_tns_ns=0
export IMPL_synthTopCellsByCount="8272 x edfxtp_1, 1701 x nor2_1, 1266 x nand2_1"
export IMPL_net_switching_power_uw=1710
export IMPL_postSynthCellCount=19400
export IMPL_cts_buffer_depth=4
export IMPL_hold_class="reg -> reg"
export IMPL_ys_area_sq_mm=0.319
export IMPL_cts_tree="built"
export IMPL_detailed_place_hpwl_um=822000
export IMPL_period_minus_slack_ns=25.36
export IMPL_grt_overflow_total=0
export IMPL_critical_path_class="in -> reg"
export IMPL_numCtsBuffers=783
export IMPL_warning_count=58
export IMPL_syn_area_sq_mm=0.319
export IMPL_skew_ns=0.134
export IMPL_ys_flops=8290
export IMPL_drive_gt1_share_pct=14.9
export IMPL_synth_top_flop_cell="edfxtp_1"
export IMPL_worstPathRequired_ns=100.94
export IMPL_worstMarginPinSlew_ns=1.64
export IMPL_gp_congestion=1.02
export IMPL_fill_cells=97700
export IMPL_ys_async_sr_fraction_pct=0
export IMPL_clkPwrFrac_pct=40.6
export IMPL_die_width_um=1030
export IMPL_final_area_sq_mm=0.369
export IMPL_post_synth_cell_area_avg_sq_um=16.4
export IMPL_fp_coreArea_sq_mm=1.06
export IMPL_maxClockFrequency_ghz=0.0394
export IMPL_hold_viol_final=0
export IMPL_cts_root_buf="clkbuf_16"
export IMPL_end_kind="flip-flop"
export IMPL_ys_cells=19400
export IMPL_pwr_density_cell_mw_per_mm2=19.7
export IMPL_finalWirelength_um=1290000
export IMPL_drtAntennaViolNets=0
export IMPL_drt_iter0_drc=18700
export IMPL_swShare_pct=23.6
export IMPL_seq_power_share_pct=52.9
export IMPL_route_met2_wl_um=532000
export IMPL_dp_slack_ns=73.52
export IMPL_route_detailed_drc=0
export IMPL_drt_vias_per_instance=5.76
export IMPL_edf_count=8272
export IMPL_internal_power_uw=5540
export IMPL_initCoreUtil_pct=30.1
export IMPL_placed_cell_area_sq_mm=0.343
export IMPL_p_comb_share_pct=6.5
export IMPL_rows=378
export IMPL_fin_ws_ns=74.44
export IMPL_m1WireLength_um=354000
export IMPL_ios=28
export IMPL_area_leaders="edfxtp_1 78%, a221oi_1 3.4%, a22oi_1 2.1%"
export IMPL_io_buffers=27
export IMPL_crit_buf_inv=10
export IMPL_area_growth_pct=15.6
export IMPL_cts_hold_buffers=0
export IMPL_critPathLaunchType="input port"
export IMPL_finalClockPeriodUsage_pct=25.4
export IMPL_largest_area_cell="edfxtp_1"
export IMPL_antenna_found_initial=197
export IMPL_die_h_um=1030
export IMPL_status="complete, but fails checks"
export IMPL_post_cts_setup_buffer_count=0
export IMPL_cts_resized=0
export IMPL_instances_no_fill=35300
export IMPL_clk_latency_ns=1.26
export IMPL_drv_slew=13
export IMPL_dr_wl_met3_um=291000
export IMPL_crit_fanout=40
export IMPL_clkTransAtPathRegs_ns=0.07
export IMPL_grt_usage_pct=25.3
export IMPL_crit_slowest_cell="o311ai_0"
export IMPL_grt_pass1_vias=209000
export IMPL_num_vias=203000
export IMPL_violations="capacitance limit, slew limit"
export IMPL_holdWs_ns=0.647
export IMPL_max_slew_margin_rel_pct=-10.5
export IMPL_topRoutingLayerUsed="met5"
export IMPL_post_drt_wl_per_cell_um=36.4
export IMPL_ys_seq_share_pct=78.0
export IMPL_crit_arrival_ns=26.50
export IMPL_finalSetupViolCount=0
export IMPL_yosys_warnings=3
export IMPL_clock_sinks=8290
export IMPL_crit_family="buffers and inverters"
export IMPL_max_stage_delay_ns=0.61
export IMPL_p_leak_uw=0.114
export IMPL_dr_pass1_iters=9
export IMPL_place_inst=33500
export IMPL_yosysTopAreaCellShare_pct=77.9
export IMPL_cp_cell_sequence="buf_16 -> buf_4 -> and2_4 -> buf_4 -> buf_4 -> buf_4 -> buf_4 -> buf_4 -> buf_4 -> a22oi_1 -> o21ai_0 -> or3_1 -> nor3_2 -> buf_4 -> o311ai_0 -> buf_4 -> or3b_1"
export IMPL_synth_most_common_cell="edfxtp_1"
export IMPL_synthDistinctLibCells=83
export IMPL_grt_pass1_wl_um=1730000
export IMPL_maxCapViolations=7
export IMPL_cpMostUsedCell="buf_4"
export IMPL_grt_max_degree=119
export IMPL_die_area_sq_mm=1.07
export IMPL_h_tree_depth=6
export IMPL_grt_setup_unrepaired="false"
power by group through the flow:
stage / registers (uW) / clock network, uW / logic [uW]
final: 3830 / 2950 / 469
after CTS: 3830 / 2950 / 448
after global routing: 3830 / 3080 / 476
metal layers:
layer,up-vias,GRT usage [%]
met1,99900,22.2
met5,-,11.5
met2,18200,33.0
met3,3408,26.1
met4,315,16.0
li1,81600,-
cell type report:
class / instances / area, sq um / area share, %
flip-flops and latches: 8290 / 249000 / 67.4
well taps: 14100 / 17600 / 4.77
inverters: 11 / 66.3 / 0.0180
clock inverters: 460 / 4790 / 1.30
repair buffers: 1607 / 12600 / 3.41
diodes: 383 / 958 / 0.260
clock buffers: 968 / 20300 / 5.50
multi-input cells: 9568 / 63900 / 17.3
path summary, 6_finish.rpt:
kind | startpoint | to | slack, ns | cells past startpoint
min reg2reg | BR1.BA0.dataOut[6] | BR1.dataOut[6] | 0.65 | 1
max | command[1] | BR0.BA2.dataOut[7] | 74.44 | 17
max reg2reg | BR0.BA1.RAMBANK[8][7] | BR0.BA1.dataOut[7] | 96.19 | 7
min | BR1.BA0.dataOut[6] | BR1.dataOut[6] | 0.65 | 1
through the flow:
stage / util, % / power (uW)
floorplan: - / 4100
global placement: 32.3 / 4350
detailed placement: 32.3 / 4360
CTS: 34.7 / 7240
global route: 34.8 / 7390
finish: 34.8 / 7250
cells by family (layout without fill, tap and decap cells):
family / after synthesis / after routing / synth area share, %
AND/OR/NAND/NOR: 3638 / 3638 / 4.69
AND-OR/OR-AND: 5068 / 5068 / 11.8
other: 0 / 383 / 0
buffers and inverters: 1579 / 3046 / 2.27
flip-flops: 8290 / 8290 / 78.0
multiplexers: 862 / 862 / 3.25
state kept, by name, summed over array words and instances, names as in the netlist, 8 cells and up:
| signal | count |
|---|---|
| BR1.BA2.RAMBANK | 1024 |
| BR1.BA3.dataOut | 8 |
| BR0.BA3.RAMBANK | 1024 |
| BR1.dataOut | 8 |
| BR1.BA0.RAMBANK | 1024 |
| BR0.BA2.dataOut | 8 |
| BR1.BA3.RAMBANK | 1024 |
| data | 8 |
| BR1.BA0.dataOut | 8 |
| BR0.BA1.RAMBANK | 1024 |
| BR0.BA2.RAMBANK | 1024 |
| BR0.BA0.RAMBANK | 1024 |
| BR1.BA1.dataOut | 8 |
| BR0.BA0.dataOut | 8 |
| BR0.dataOut | 8 |
| BR1.BA2.dataOut | 8 |
| BR0.BA3.dataOut | 8 |
| BR1.BA1.RAMBANK | 1024 |
| BR0.BA1.dataOut | 8 |
cells in the final DEF, fill, tap and decap left out, types with 61 or more instances in the layout:
| cell type | count |
|---|---|
| nand3_1 | 61 |
| edfxtp_1 | 8272 |
| nor3_1 | 344 |
| o22ai_1 | 366 |
| nor2_1 | 1677 |
| mux2i_1 | 536 |
| clkinv_1 | 202 |
| a221o_1 | 86 |
| a22oi_1 | 887 |
| a22o_1 | 104 |
| mux2_2 | 208 |
| mux4_2 | 117 |
| o21ai_0 | 550 |
| diode_2 | 383 |
| o221ai_1 | 120 |
| a222oi_1 | 400 |
| clkinv_2 | 120 |
| a21oi_1 | 758 |
| nand4_1 | 71 |
| nand2_1 | 1241 |
| buf_4 | 1548 |
| clkbuf_1 | 185 |
| clkbuf_16 | 783 |
| a221oi_1 | 1245 |
Power figures rest on the tool's default switching activity, not on a simulated workload.
